**./config.mk**
```make
export PLATFORM = sky130hd
export DESIGN_NAME = epm7064_clock
export DESIGN_NICKNAME = epm7064_clock
export VERILOG_FILES = /design/flow/design.v
export SDC_FILE = /design/flow/constraint.sdc
export NUM_CORES = 4
export LEC_CHECK = 1
export CORE_UTILIZATION = 30
```
**./constraint.sdc**
```tcl
current_design epm7064_clock

set clk_period 2.8
set clk_io_pct 0.2

create_clock -name clk0 -period $clk_period [get_ports {clk}]

set non_clock_inputs [all_inputs -no_clocks]
set_input_delay [expr $clk_period * $clk_io_pct] -clock clk0 $non_clock_inputs
set_output_delay [expr $clk_period * $clk_io_pct] -clock clk0 [all_outputs]
```
**./design.v**
```verilog
module bcd2seg0_2(sin, sout);
input wire [1:0] sin;
output wire [6:0] sout;
reg [6:0] SEG_buf;
  always @ (sin)
  begin
    case(sin)
      2'h0: SEG_buf <= 7'b0111111;
      2'h1: SEG_buf <= 7'b0000110;
      2'h2: SEG_buf <= 7'b1011011;
      default: SEG_buf <= 7'b0000000;
    endcase
  end 
  assign sout = SEG_buf;
endmodule
module bcd2seg0_5(sin, sout);
input wire [2:0] sin;
output wire [6:0] sout;
reg [6:0] SEG_buf;
  always @ (sin)
  begin
    case(sin)
      3'h0: SEG_buf <= 7'b0111111;
      3'h1: SEG_buf <= 7'b0000110;
      3'h2: SEG_buf <= 7'b1011011;
      3'h3: SEG_buf <= 7'b1001111;
      3'h4: SEG_buf <= 7'b1100110;
      3'h5: SEG_buf <= 7'b1101101;
      default: SEG_buf <= 7'b0000000;
    endcase
  end 
  assign sout = SEG_buf;
endmodule
module bcd2seg0_9(sin, sout);
input wire [3:0] sin;
output wire [6:0] sout;
reg [6:0] SEG_buf;
  always @ (sin)
  begin
    case(sin)
      4'h0: SEG_buf <= 7'b0111111;
      4'h1: SEG_buf <= 7'b0000110;
      4'h2: SEG_buf <= 7'b1011011;
      4'h3: SEG_buf <= 7'b1001111;
      4'h4: SEG_buf <= 7'b1100110;
      4'h5: SEG_buf <= 7'b1101101;
      4'h6: SEG_buf <= 7'b1111101;
      4'h7: SEG_buf <= 7'b0000111;
      4'h8: SEG_buf <= 7'b1111111;
      4'h9: SEG_buf <= 7'b1101111;
      default: SEG_buf <= 7'b0000000;
    endcase
  end 
  assign sout = SEG_buf;
endmodule
module epm7064_clock(clk, dig_sel, segs, btn_HH, btn_MM, btn_SS, btn_SAFE, led_second_tick);
input wire clk;
output wire [3:0] dig_sel;
output wire [6:0] segs;
output wire led_second_tick;
input wire btn_HH, btn_MM, btn_SS, btn_SAFE;
wire SAFE_MODE = ~btn_SAFE;
reg [13:0] clk_div; initial clk_div <= 14'd0;
always @(posedge clk) clk_div <= clk_div + 1'b1;
reg [6:0] sec; 
reg [3:0] m  ; 
reg [2:0] mm ; 
reg [3:0] h  ; 
reg [1:0] hh ; 
wire       sec_cy    = (sec  == 7'd119);
wire [6:0] next_sec  = (sec_cy) ? 7'd0 : (sec + 1'b1);
wire       m_cy    = (m  == 4'd9); 
wire [3:0] next_m  = (m_cy) ? 4'd0 : (m + 1'b1); 
wire       mm_cy   = ((mm == 3'd5) &&(m  == 4'd9));
wire [2:0] next_mm =  (mm_cy) ? 3'd0 : (mm + 1'b1);
wire       h_cy    = (h  == 4'd9)||((hh == 4'd2) && (h  == 4'd3));
wire [3:0] next_h  = (h_cy) ? 4'd0 : (h + 1'b1);
wire       hh_cy   = ((hh == 2'd2) && (h  == 4'd3));
wire [1:0] next_hh = (hh_cy) ? 2'd0 : (hh + 1'b1);
wire timer_clk = clk_div[13]; 
always @(posedge timer_clk) begin
    sec <=                             (btn_SS)       ? 7'd0    : next_sec;  
    m   <= (                  sec_cy)||(btn_MM)       ? next_m  : m;
    mm  <= (            m_cy&&sec_cy)||(btn_MM&&m_cy) ? next_mm : mm;
    h   <= (     mm_cy&&m_cy&&sec_cy)||(btn_HH)       ? next_h  : h;
    hh  <= (h_cy&mm_cy&&m_cy&&sec_cy)||(btn_HH&&h_cy) ? next_hh : hh;
end
wire [3:0] top_bits = clk_div[6:3];  
wire h_show = !(hh==0);
wire [4:0] t_dig_sel = (top_bits == 4'b0000 && h_show &&(!SAFE_MODE)) ? 4'b0001 :
					   (top_bits == 4'b0100 &&(!SAFE_MODE)) ? 4'b0010 :
					   (top_bits == 4'b1000 &&(!SAFE_MODE)) ? 4'b0100 :
					   (top_bits == 4'b1100 &&(!SAFE_MODE)) ? 4'b1000 : 4'b0000;
assign dig_sel = t_dig_sel;
wire [6:0] s_m1;
wire [6:0] s_m2;
wire [6:0] s_m3;
wire [6:0] s_m4;
bcd2seg0_2 sseg_1( .sin(hh),  .sout(s_m1));
bcd2seg0_9 sseg_2( .sin(h),  .sout(s_m2));
bcd2seg0_5 sseg_3( .sin(mm),  .sout(s_m3));
bcd2seg0_9 sseg_4( .sin(m),  .sout(s_m4));
wire [6:0] t_segs = (top_bits == 4'b0000) ? ~s_m1 :
                    (top_bits == 4'b0100) ? ~s_m2 :
                    (top_bits == 4'b1000) ? ~s_m3 :
                    (top_bits == 4'b1100) ? ~s_m4 : 7'b0000000;
assign segs = t_segs;
assign led_second_tick = (sec[0]&&(!SAFE_MODE))||(sec[0]&&(clk_div[13:6]==10'd0)&&(SAFE_MODE));  
endmodule
```
**./run.sh**
```bash
#!/bin/bash
# OpenROAD 26Q1-2900-gdf79404cd8, Yosys 0.63+post, stock flow scripts
make -C /OpenROAD-flow-scripts/flow DESIGN_CONFIG=/design/flow/config.mk WORK_HOME=/design/flow/orfs finish
```
==> results.sh <==
# source this file to load flow results
export IMPL_cts_buffers=3
export IMPL_clk_pin_slew_ps=50
export IMPL_tool_warnings=48
export IMPL_edf_count=13
export IMPL_grt_max_degree=36
export IMPL_ir_worst_vdd_mv=0.164
export IMPL_gp_congestion=0.826
export IMPL_total_power_uw=412
export IMPL_r2r_cells=5
export IMPL_hold_path_class="reg2reg"
export IMPL_unclocked_regs=34
export IMPL_endpoint_kind="output pin"
export IMPL_path_buffers=2
export IMPL_ys_top_cells_by_area="dfxtp_1 (25%), ha_1 (14%), edfxtp_1 (14%)"
export IMPL_drt_iter0_drc=73
export IMPL_routed_wl_um=4780
export IMPL_timing_fmax_ghz=0.393
export IMPL_synth_top_cell_by_area="dfxtp_1"
export IMPL_crit_end="segs[3]"
export IMPL_floorplanUtilization_pct=30.8
export IMPL_cts_setup_buffers=0
export IMPL_clock_latency_ps=240
export IMPL_synthCells=290
export IMPL_syn_area_um2=2850
export IMPL_fin_ws_ps=259
export IMPL_critPathRequiredTime_ps=2240
export IMPL_crit_slowest_cell="dfxtp_1"
export IMPL_area_growth_pct=12.5
export IMPL_synth_avg_cell_area_um2=9.83
export IMPL_die_area_um2=9890
export IMPL_hold_violations=0
export IMPL_cts_htree_levels=1
export IMPL_reg2reg_to="clk_div[13]$_DFF_P_"
export IMPL_flop_area_um2=1090
export IMPL_post_route_min_period_ps=2540
export IMPL_synth_cell_types=55
export IMPL_yosys_cells=290
export IMPL_clock_path_buffers=2
export IMPL_ff_type="dfxtp_1"
export IMPL_drv_slew=0
export IMPL_path_cells="buf_4 > nor2_1 > nor2_1 > o21ai_0 > a21oi_1 > clkdlybuf4s50_1"
export IMPL_core_area_um2=9240
export IMPL_post_drt_via_cell_ratio=4.51
export IMPL_max_slew_worst_pin_slew_ps=608
export IMPL_reg2reg_setup_slack_ps=1230
export IMPL_switching_share_pct=22.3
export IMPL_yosys_stat_seqShare_pct=38.3
export IMPL_top_area_share_pct=24.6
export IMPL_ys_area_um2=2850
export IMPL_drive_above_1_share_pct=9.80
export IMPL_num_vias=1961
export IMPL_clkPwrFrac_pct=37.7
export IMPL_timing_rr_start="clk_div[6]$_DFF_P_"
export IMPL_rsz0062_at_grt="false"
export IMPL_pin_count=17
export IMPL_outcome="complete, no violations"
export IMPL_dp_hpwl_um=3910
export IMPL_grt_pass1_wl_um=8450
export IMPL_setup_viol=0
export IMPL_fin_util_pct=34.7
export IMPL_seq_power_share_pct=49.0
export IMPL_io_buffers=16
export IMPL_logic_area_um2=1640
export IMPL_async_flop_share_pct=0
export IMPL_crit_path_frequent_cell="nor2_1"
export IMPL_dr_pass1_iters=4
export IMPL_cts_root_buffer="clkbuf_8"
export IMPL_placed_cell_area_um2=3160
export IMPL_rows=35
export IMPL_pre_cts_ws_ps=395
export IMPL_path_depth=6
export IMPL_p_leak_nw=1.30
export IMPL_tns_ps=0
export IMPL_power_switching_uw=92.0
export IMPL_path_max_fanout=10
export IMPL_cpPeakStageDelay_ps=570
export IMPL_cts_resized=0
export IMPL_combPwrFrac_pct=13.3
export IMPL_path_class="reg2out"
export IMPL_cp_top_family="buffers and inverters"
export IMPL_start_kind="register"
export IMPL_holdBufCountCts=0
export IMPL_fill_cells=936
export IMPL_hold_depth=1
export IMPL_fin_area_um2=3210
export IMPL_cts_tree="done"
export IMPL_yosys_warnings=4
export IMPL_die_y_um=99.5
export IMPL_powerDensity_nw_per_um2=129
export IMPL_ant_nets=0
export IMPL_untimed_endpoints=47
export IMPL_num_antenna_cells=0
export IMPL_internal_power_uw=320
export IMPL_yosys_register_bits=48
export IMPL_wire_per_inst_um=11.0
export IMPL_worst_ep_arrival_time_ps=1980
export IMPL_period_used_pct=90.8
export IMPL_antenna_found_initial=0
export IMPL_slew_headroom_pct=58.3
export IMPL_first_global_vias=1889
export IMPL_die_w_um=99.5
export IMPL_startpoint="clk_div[6]$_DFF_P_"
export IMPL_drc=0
export IMPL_grt_overflow=0
export IMPL_drv_cap=0
export IMPL_track_usage_pct=10.5
export IMPL_finClkSkew_ps=0.433
-- cells in the mapped netlist, types with 2 or more instances --
master     instances
nor2_1            38
o21ai_0            3
nand3b_1           2
clkbuf_1           5
nand2_1           15
o21ai_2            2
nor3_1             6
inv_1             19
mux2_2             2
inv_2              2
xor2_1             7
o2111ai_1          2
mux2i_1            7
o22ai_1            4
edfxtp_1          13
and3_1             4
a21o_1             4
nand3_1           10
a31oi_1            2
nor4_1             3
nand2b_1           2
xnor2_1           11
nor3b_1            4
a21oi_1           15
nor2b_1            5
mux4_2             4
or2_2              3
ha_1              33
and2_1             3
dfxtp_1           35
-- how the worst min path moves through the flow --
stage,start,to,slack (ps)
final,clk_div[0]$_DFF_P_,clk_div[0]$_DFF_P_,410
after global routing,clk_div[0]$_DFF_P_,clk_div[0]$_DFF_P_,440
after CTS,clk_div[0]$_DFF_P_,clk_div[0]$_DFF_P_,410
-- placed cells by master, fill, tap and decap left out, types with 2 or more instances in the layout --
cell | synthesis | routed
nand2b_1 | 2 | 2
or2_2 | 3 | 3
o2111ai_1 | 2 | 2
dfxtp_1 | 35 | 35
o21ai_2 | 2 | 2
a31oi_1 | 2 | 2
mux2_2 | 2 | 2
buf_4 | 0 | 3
and3_1 | 4 | 4
o22ai_1 | 4 | 4
nand3_1 | 10 | 10
nor3b_1 | 4 | 4
clkbuf_8 | 0 | 3
and2_1 | 3 | 3
edfxtp_1 | 13 | 13
mux4_2 | 4 | 4
nor3_1 | 6 | 6
xor2_1 | 7 | 7
a21o_1 | 4 | 4
nor4_1 | 3 | 3
nor2_1 | 38 | 38
nand3b_1 | 2 | 2
nand2_1 | 15 | 15
a21oi_1 | 15 | 15
ha_1 | 33 | 33
o21ai_0 | 3 | 3
xnor2_1 | 11 | 11
mux2i_1 | 7 | 7
nor2b_1 | 5 | 5
inv_1 | 19 | 19
clkdlybuf4s50_1 | 0 | 16
inv_2 | 2 | 2
-- cell families (layout without fill, tap and decap cells) --
group                    count (synthesis)  after routing  share of synthesized area (%)
AND-OR/OR-AND                           46             46                           12.9
XOR/XNOR                                18             18                           5.53
adder cells (fa/ha/maj)                 33             33                           14.5
buffers and inverters                   28             44                           4.04
flip-flops                              48             48                           38.3
multiplexers                            13             13                           6.41
AND/OR/NAND/NOR                        104            104                           18.4
-- final cells by class --
type / count / share of cell area [%]
clock buffer: 3 / 1.29
inverter: 22 / 2.65
multi-input combinational: 214 / 51.3
sequential: 48 / 34.0
tap: 129 / 5.04
timing repair buffer: 19 / 5.70
-- metal layers --
metal	vias up	track usage, %	share of wire, %	wire, um
li1	1037	-	-	-
met1	905	16.1	51	2460
met2	17	17.8	47	2240
met3	2	0.429	1.3	60
met4	0	0.679	0.48	23
met5	-	0	0	0
-- registers in the layout (all words and copies together), names as in the netlist --
name	count
clk_div	14
hh	2
h	4
m	4
mm	3
s_m2	7
s_m4	7
sec	7
-- through the flow --
stage / cells / hold WS, ps
after floorplan: 290 / 379
after global placement: 432 / 392
after detailed placement: 432 / 397
after CTS: 435 / 409
after global routing: 435 / 437
final: 435 / 412
-- power by group through the flow --
stage                 registers, mW  logic [mW]  clock network, mW
after CTS                     0.202      0.0556              0.160
after global routing          0.202      0.0627              0.169
final                         0.202      0.0547              0.156
Power is estimated from default activity; no workload was simulated.
